==> design.v <==
`timescale 1ns / 1ps
module traffic_light(output reg [2:0] east, west, north, south, 
                     input clk, reset);
   reg [2:0] state;
   reg [2:0] count;
   parameter [2:0] S0 = 3'b000;
   parameter [2:0] S1 = 3'b001;
   parameter [2:0] S2 = 3'b010;
   parameter [2:0] S3 = 3'b011;
   parameter [2:0] S4 = 3'b100;
   parameter [2:0] S5 = 3'b101;
   parameter [2:0] S6 = 3'b110;
   parameter [2:0] S7 = 3'b111;
always @ (posedge clk)
    begin
        if(reset)
            begin
                state = S0;
                count = 3'b000;
            end
        else
            begin
                case(state)
                S0:
                    begin
                        if (count == 3'b111)
                            begin
                            count = 3'b0;
                            state = S1;
                            end
                        else
                            begin
                            count = count + 3'b001;
                            state = S0;
                            end
                    end
                S1:
                    begin
                        if (count == 3'b011)
                            begin
                            count = 3'b0;
                            state = S2;
                            end
                        else
                            begin
                            count = count + 3'b001;
                            state = S1;
                        end
                    end
                S2:
                    begin
                        if (count == 3'b111)
                            begin
                            count = 3'b0;
                            state = S3;
                            end
                        else
                            begin
                            count = count + 3'b001;
                            state = S2;
                        end
                    end
                S3:
                begin
                    if (count == 3'b011)
                        begin
                        count = 3'b0;
                        state = S4;
                        end
                    else
                        begin
                        count = count + 3'b001;
                        state = S3;
                        end
                    end
                S4:
                begin
                    if (count == 3'b111)
                        begin
                        count = 3'b0;
                        state = S5;
                        end
                    else
                        begin
                        count = count + 3'b001;
                        state = S4;
                        end
                    end
                S5:
                begin
                    if (count == 3'b011)
                        begin
                        count = 3'b0;
                        state = S6;
                        end
                    else
                        begin
                        count = count + 3'b001;
                        state = S5;
                        end
                    end
                S6:
                begin
                    if (count == 3'b111)
                        begin
                        state = S7;
                        count = 3'b0;
                        end
                    else
                        begin
                        count = count + 3'b001;
                        state = S6;
                        end
                    end
                S7:
                begin
                    if (count == 3'b011)
                        begin
                        state = S0;
                        count = 3'b0;
                        end
                    else
                        begin
                        count = count + 3'b001;
                        state = S7;
                        end
                    end
            endcase 
        end
    end 
always @ (state)
    begin
        case(state)
            S0:
                begin
                    north = 3'b001;
                    south = 3'b100;
                    east = 3'b100;
                    west = 3'b100;
                end 
            S1:
                begin
                    north = 3'b010;
                    south = 3'b100;
                    east = 3'b100;
                    west = 3'b100;
                end 
            S2:
                begin
                    north = 3'b100;
                    south = 3'b001;
                    east = 3'b100;
                    west = 3'b100;
                end 
            S3:
                begin
                    north = 3'b100;
                    south = 3'b010;
                    east = 3'b100;
                    west = 3'b100;
                end 
            S4:
                begin
                    north = 3'b100;
                    south = 3'b100;
                    east = 3'b001;
                    west = 3'b100;
                end 
            S5:
                begin
                    north = 3'b100;
                    south = 3'b100;
                    east = 3'b010;
                    west = 3'b100;
                end 
            S6:
                begin
                    north = 3'b100;
                    south = 3'b100;
                    east = 3'b100;
                    west = 3'b001;
                end 
            S7:
                begin
                    north = 3'b100;
                    south = 3'b100;
                    east = 3'b100;
                    west = 3'b010;
                end 
        endcase 
    end 
endmodule
==> run.sh <==
#!/bin/bash
# OpenROAD 26Q1-2900-gdf79404cd8, Yosys 0.63+post, stock flow scripts
make -C /OpenROAD-flow-scripts/flow DESIGN_CONFIG=/design/flow/config.mk WORK_HOME=/design/flow/orfs finish
==> config.mk <==
export PLATFORM = sky130hd
export DESIGN_NAME = traffic_light
export DESIGN_NICKNAME = traffic_light
export VERILOG_FILES = /design/flow/design.v
export SDC_FILE = /design/flow/constraint.sdc
export NUM_CORES = 4
export LEC_CHECK = 1
export CORE_AREA = 10 10 83 83
export DIE_AREA = 0 0 93 93
==> constraint.sdc <==
current_design traffic_light

set clk_period 1.7
set clk_io_pct 0.2

create_clock -name clk0 -period $clk_period [get_ports {clk}]

set non_clock_inputs [all_inputs -no_clocks]
set_input_delay [expr $clk_period * $clk_io_pct] -clock clk0 $non_clock_inputs
set_output_delay [expr $clk_period * $clk_io_pct] -clock clk0 [all_outputs]
==> Changelog: implementation <==
## Implementation

* First-pass GRT wire length at approximately 2.4 mm
* GRT overflow at 0
* Setup Slack @ Placement at 195 ps
* Sw Share at between 10% and 20%
* Aoi share at a little under a tenth
* PwrDens at 836 nW/µm²
* Clk pwr share at 42.3%
* Die extent in x at ~93 µm
* Sink Count at 18
* Pins Over Slew Limit at 0
* Sequential-to-total area share from yosys stat at between 50% and 60%
* Synth warn at 1
* Yosys top cell area share at between 50% and 60%
* Critical path required time at between 1500 and 2000 ps
* # hold bufs at CTS at 0
* CP Capture Type: register
* Hold EP: count[0]$_SDFF_PP0_
* Flip-flop and latch count after synthesis at 18
* RSZ-0062 raised after global routing: false
* Post-Route WL at 1.36 mm
* Multiplexer share at 0%
* Switching Power at 153 µW
* Core area at 5140 µm²
* Overall Power at ~800 µW
* OpenROAD warnings at 28
* Top post-synthesis cells by area: dfxtp_1 (51%), ha_1 (8.9%), a21oi_1 (3.6%)
* Max clock buf depth at 2
* First-iteration detailed-routing DRC count at 31
* FILL cells at a little under 600
* Setup_tns at 0 ps
* Outcome: finished clean
* Peak supply drop at 0.000226 V
* Hold Crit Depth at 1
* DIE AREA at a little under 9000 µm²
* N_diodes at 0
* Max-cap violations at 0
* Cell type with the largest total area: dfxtp_1
* Async set or reset register ratio after synthesis at 0%
* R2r startpoint: count[0]$_SDFF_PP0_
* Wirelength per Cell at 8.72 µm
* Unique cell types at 24
* Via/cell ratio at between 3 and 4
* Setup crit start: count[0]$_SDFF_PP0_
* Combinational power share at about 3.6%
* Worst-path clk slew at ~60 ps
* Postcts setup bufs at 0
* Clock skew at about 1.1 ps
* Worst-Margin Slew at about 400 ps
* Storage cell area at 360 µm²
* Via count at ~520
* Hold path start: count[0]$_SDFF_PP0_
* Mapped Area at 703 µm²
* Floorplan utilization at a little over an eighth
* Maximum clock rate at between 600 and 700 MHz
* PnR worst setup slack at 185 ps
* Tcrit/Tclk final at ~89%
* Routability Congestion at ~0.8
* Yosys adder share at under 10%
* WS Path Type: register to register
* Dominant register cell in the synthesized netlist: dfxtp_1
* Vias in the first global route at between 500 and 600
* FF-to-FF setup slack at ~190 ps
* Residual DRC count at 0
* Final hold viol count at 0
* Setup Viol. Count Final at 0
* Pin count of the biggest net entering global routing at 14
* Initial antenna violation count at 0
* DPL Wire Length at between 1 and 1.5 mm
* RR Endpoint: north[0]$_SDFF_PP0_
* Pleak at between 0.0003 and 0.0004 µW
* 1st-pass router iterations at 4
* Syn_area_per_cell at approximately 9.8 µm²
* Pint at between 600 and 700 µW
* Area Growth Syn to Fin at 36.3%
* Total track usage at between 3 and 4%
* Die height at 93 µm
* Cell count of the worst reg-to-reg path at 5
* Ports at 14
* CTS buffer count at 3
* Post-Syn Instances at slightly above 70
* H-tree depth at 1
* Final ANT Viol Nets at 0
* # port buffers at 13
* Simple share at about a quarter
* # resized after CTS at 0
* CTS tree: built
* Crit path DAT at approximately 1700 ps
* Yosys cell count at around 72
* Maximum fanout along the worst path at 4
* Synth logic family: simple AND/OR/NAND/NOR gates
* # rows at 26
* Post-synthesis chip area from yosys at 703 µm²
* Sequential Power Share at between 50% and 60%
* Worst setup SP type: register
* Post-synth EDFFs at 0
* Root Buffer: clkbuf_8
* HP Class: register to register
* Fraction of layout cells with a size suffix above 1 at slightly above 8%
* Relative slew slack at approximately three quarters
* Comb area at roughly 310 µm²
* Worst-skew pair later-pin latency at ~250 ps
* Min cycle time layout at 1510 ps
* Post-Synth XOR/XNOR Area at 1.25%
## power groups by stage
stage / registers, µW / logic [µW] / clock network [µW]
final: 433 / 29.2 / 339
after global routing: 433 / 34.8 / 373
after CTS: 433 / 30.0 / 353
## cells in the final DEF, fill, tap and decap left out
cell,count
a211o_1,1
a211oi_1,2
a21boi_1,1
a21o_1,1
a21oi_1,5
and2_4,1
and3_4,1
buf_4,1
clkbuf_8,4
clkdlybuf4s50_1,13
dfxtp_1,18
ha_1,5
inv_1,3
nand2_1,6
nand2b_1,3
nand3_1,1
nand3b_1,2
nor2_1,6
nor2b_1,4
nor3_1,3
nor3b_1,2
nor4_1,1
or2_1,1
xnor2_1,1
## critical path: stages, from the launching register on
cell and delay (ps):
dfxtp_1 310, ha_1 240, ha_1 240, and2_4 180
and3_4 170, a211o_1 260
## how the worst max path moves through the flow
stage	to	slack [ps]	depth (start not counted)
5_1_grt	east[2]$_SDFF_PN1_	90	5
6_report	north[0]$_SDFF_PP0_	190	5
4_1_cts	north[0]$_SDFF_PP0_	180	5
## through the flow
step | hold WS [ps] | instance area, µm² | utilization, % | std cells
3_5_place_dp | 420 | 903 | 17.6 | 152
4_1_cts | 432 | 958 | 18.6 | 156
2_1_floorplan | 405 | 703 | - | 72
6_report | 428 | 958 | 18.6 | 156
3_3_place_gp | 419 | 903 | 17.6 | 152
5_1_grt | 449 | 958 | 18.6 | 156
## final cells by class
class                   count  share of cell area [%]
well taps                  70                    9.14
repair buffers             14                    14.4
clock buffers               4                    5.74
inverters                   3                    1.17
flip-flops and latches     18                    37.6
multi-input cells          47                    32.0
## state kept, by name (all words and copies together), names as in the netlist
name,count
south,3
north,3
east,3
west,3
state,3
count,3
## routing by layer
layer  track usage [%]  wire [µm]  up-vias
met3              1.86        124        0
met5                 0          0        -
li1                  -          -      266
met1              4.02        662      242
met2              5.14        573       11
met4             0.257          0        0
## synth_stat cells (all sizes together), types with 2 or more instances
cell	count
nor2	6
buf	3
nor3	3
nand2b	3
nor3b	2
a211oi	2
a21oi	5
ha	5
inv	3
dfxtp	18
nor2b	4
nand3b	2
nand2	6
## kinds of logic after synthesis
logic type               count (synthesis)
AND-OR/OR-AND                           10
XOR/XNOR                                 1
adder cells (fa/ha/maj)                  5
buffers and inverters                    7
flip-flops                              18
AND/OR/NAND/NOR                         31
Power and IR drop assume default switching activity.
