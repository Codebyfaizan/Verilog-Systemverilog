### /design/flow/config.mk
export PLATFORM = sky130hd
export DESIGN_NAME = RegisterFile
export DESIGN_NICKNAME = RegisterFile
export VERILOG_FILES = /design/flow/design.v
export SDC_FILE = /design/flow/constraint.sdc
export NUM_CORES = 4
export LEC_CHECK = 1
export CORE_UTILIZATION = 50
### /design/flow/constraint.sdc
current_design RegisterFile

set clk_period 11.5
set clk_io_pct 0.2

create_clock -name clk0 -period $clk_period [get_ports {clk}]

set non_clock_inputs [all_inputs -no_clocks]
set_input_delay [expr $clk_period * $clk_io_pct] -clock clk0 $non_clock_inputs
set_output_delay [expr $clk_period * $clk_io_pct] -clock clk0 [all_outputs]
### /design/flow/design.v
module RegisterFile(
output logic [31:0] RD1, RD2,
input logic [31:0] WD3,
input logic [4:0] A1, A2, A3,
input  logic RegWrite, clk, rst);
	logic [31:0] memory [31:0];   
	always_comb begin
		if(A1==0) RD1 = 0;
		else RD1 = memory[A1];
	end
	always_comb begin
		if(A2==0) RD2 = 0;
		else RD2 = memory[A2];
	end
	always_ff @(posedge clk) begin
		if(rst) begin   
			for (int i = 0; i <= 31; i += 1) memory[i] <= #1 0; 
		end	
		else if (RegWrite) memory[A3] <= #1 WD3;
	end
endmodule
### /design/flow/run.sh
#!/bin/bash
# OpenROAD 26Q1-2900-gdf79404cd8, Yosys 0.63+post, stock flow scripts
make -C /OpenROAD-flow-scripts/flow DESIGN_CONFIG=/design/flow/config.mk WORK_HOME=/design/flow/orfs finish
==> out/summary.txt <==
status = finished clean
cell count after synthesis = 3555
first-pass GRT wire length = 261000 um
WP data required = 9200 ps
Dominant cell area share = 56.5%
Vias/cell = 6.55
Die Y = 332 um
final hold vios = 0
clock buffer count from CTS = 112
drt drc = 0
asr flop ratio synth = 0%
yosys stat area = 0.0544 mm^2
most frequent logic cell in the layout = and2_1
Detail Route Antenna Nets = 0
fin crit period = 9160 ps
Synth area leaders = edfxtp_1 56%, mux4_2 19%, and2_1 12%, mux2i_1 3.0%, clkbuf_1 1.9%
wire length after detailed routing = 183000 um
Num Clock Sinks = 1024
unrepaired setup endpoints after global routing = false
Root Buffer = clkbuf_16
number of global-route vias before repair = 36700
Slew HR = 13.6%
Final HPWL DP = 109000 um
sequential element share of the synthesized area = 56.5%
final setup fails = 0
Avg Inst Size Synth = 15.3 um^2
Critical Path Fanout Max = 20
drt pass-1 iters = 5
post-route clock period utilization = 79.7%
initial DRC count = 2064
EDFF count, synth = 1024
Top cells excl fill/tap = 1026 x and2_1, 1024 x edfxtp_1, 464 x mux4_2
largest net degree at the start of global routing = 86
layout cell share with drive strength beyond 1 = 24.3%
Cell Pwr Density = 149 mW/mm^2
H-tree Lvls = 3
total global-route track usage = 37.5%
Resized cells post-CTS = 0
Synth Register Bits = 1024
worst hold path class = in2reg
Boundary Pins = 114
setup_tns = 0 ps
Die Width = 332 um
hold slack = 2560 ps
max FFs per register = 1024
total tool warning count = 26
cell type with the largest total area = edfxtp_1
CP Class = in2out
row cnt = 120
Fill cells = 8067
Arr. time, crit path = 6860 ps
Peak VDD IR = 136 uV
area delta synth->final = 11.1%
sequential cell area = 0.0307 mm^2
Crit. End Element = output pin
Synth Flop Type = edfxtp_1
# port buffers = 113
synthesized area = 0.0544 mm^2
Floorplan Utilization = 50.6%
Least-Margin Pin Slew = 1260 ps
post-CTS setup buffer count = 0
Reg clk slew, reported paths = 60 ps
Die ar. = 0.110 mm^2
max-slew violation count = 0
synthesis warning total = 1
highest clock rate = 109 MHz
distinct lib cells = 44
core area = 0.108 mm^2
initial antenna violation count = 3
Max-cap violations = 0
Startpoint Class = input pin
Largest regs = memory (1024)
# Cells Yosys = 3555
CTS Buffer Depth = 3
via count = 33000
Biggest register = memory
CTS tree = done
P_leak = 0.0207 uW
GR Overflow Total = 0
Avg WL per Cell = 36.2 um
Comb area = 0.0221 mm^2
Hold Buf Count CTS = 0
RD Place Congestion = 0.971
==> cells in the mapped netlist, types with 2 or more instances <==
master and n:
or3_1 2, o221ai_1 5, buf_4 47, nand2b_1 6, buf_2 35, clkbuf_1 276
o22ai_1 103, a22oi_1 18, a2111oi_0 59, buf_8 3, mux2i_1 161, nand2_1 11
or3b_2 2, nor2_1 39, a221oi_1 4, a22o_1 51, nor3_1 54, nand3b_1 5
a32o_1 4, edfxtp_1 1024, nor2b_1 17, mux2_2 34, a31oi_1 2, nand3_1 5
mux4_2 464, and2_1 1027, buf_6 10, inv_1 3, a2111oi_1 2, or2_2 34
a21oi_1 10, buf_1 18, a211oi_1 6, nor4_1 4
==> stage by stage <==
stage          worst slack [ps]  util (%)  total power [uW]  instance area [um^2]  std cells
3_3_place_gp               2330      53.0              5580                 56900       4830
2_1_floorplan              5300         -              5080                 54400       3555
3_5_place_dp               2490      53.0              5600                 57000       4831
4_1_cts                    2480      56.3              9060                 60500       5041
6_report                   2340      56.3              9030                 60500       5044
5_1_grt                    2330      56.3              9280                 60500       5043
==> cell families after synthesis <==
family                 share of synthesized area, %
buffers and inverters                          3.32
muxes                                          22.9
DFF                                            56.5
AOI/OAI and AO/OA                              3.69
and+or+nand+nor                                13.6
==> layout make-up <==
| class | instances | area share (%) |
|---|---|---|
| sequential | 1024 | 50.8 |
| multi-input combinational | 2138 | 36.5 |
| clock buffer | 143 | 5.00 |
| timing repair buffer | 263 | 3.89 |
| tap | 1403 | 2.90 |
| clock inverter | 67 | 0.838 |
| inverter | 3 | 0.0186 |
| antenna | 3 | 0.0124 |
==> critical path, stage by stage <==
cell,delay [ps]
clkdlybuf4s50_1,990
buf_4,450
or3_1,420
buf_4,490
o22ai_1,180
a2111oi_0,1100
nor3_1,380
clkdlybuf4s50_1,510
==> where the power goes <==
part           leakage, uW  switching, uW  total (uW)  internal, uW
Combinational      0.00921            641        1120           482
Sequential         0.00974            102        4410          4310
Clock              0.00174           1470        3490          2020
Total               0.0207           2220        9030          6810
==> routing by layer <==
layer  part of all wire (%)  global-route usage [%]  vias up
li1                       -                       -    13700
met1                     30                    44.5    16100
met2                     46                    52.6     2774
met3                     18                    28.4      410
met4                    5.5                    15.4        6
met5                   0.13                    2.82        -
==> worst paths after layout <==
check                                         end  cells past startpoint  slack [ps]     from
worst min-delay path  memory[8][21]$_SDFFCE_PN0P_                      2        2560  WD3[21]
worst max-delay path                      RD1[17]                      8        2340    A1[3]
Power and IR drop assume default switching activity.
