==> ./design.v <==
module ALU(
input logic [31:0] A,B,                 
input logic [2:0] sel,
output logic [31:0] result);
    always_comb begin
        case (sel)
        3'b000:result = A + B;  
        3'b001:result = A - B;  
		3'b010:result = A | B;  
        3'b011:result = A ^ B;  
        3'b100:result = A & B;  
		3'b101:result = A < B;  
		default: result = A + B; 
	    endcase
	end
endmodule
==> ./run.sh <==
#!/bin/bash
# OpenROAD 26Q1-2900-gdf79404cd8, Yosys 0.63+post, stock flow scripts
make -C /OpenROAD-flow-scripts/flow DESIGN_CONFIG=/design/flow/config.mk WORK_HOME=/design/flow/orfs finish
==> ./config.mk <==
export PLATFORM = sky130hd
export DESIGN_NAME = ALU
export DESIGN_NICKNAME = ALU
export VERILOG_FILES = /design/flow/design.v
export SDC_FILE = /design/flow/constraint.sdc
export NUM_CORES = 4
export LEC_CHECK = 1
export CORE_UTILIZATION = 40
==> ./constraint.sdc <==
current_design ALU

set clk_period 16.6
set clk_io_pct 0.2

create_clock -name clk0 -period $clk_period

set non_clock_inputs [all_inputs -no_clocks]
set_input_delay [expr $clk_period * $clk_io_pct] -clock clk0 $non_clock_inputs
set_output_delay [expr $clk_period * $clk_io_pct] -clock clk0 [all_outputs]
==> summary.txt <==
Implementation results are summarized by area below.

Status
The flow ran to the end, and the final reports show no timing, DRC or antenna violations.

Synthesis
The adder and majority cell fraction of the synthesized area is 0.2364. Sorting the synthesized cells by area gives the leading types as ha_1 23%, inv_1 7.5%, o21ai_0 7.2%. The cell count after synthesis is 818. The most common cell in the synthesized netlist is inv_1. The cell-mix breakdown from Yosys lists the simple-gate area share as 0.2135. The synthesized area is 5250 µm². The cell-mix breakdown from Yosys lists the compound-gate area share as 0.4266.

Synthesis instantiated 76 different standard cells from the library. Counting instances in the post-synthesis netlist gives the leading cell types as 105 x inv_1, 96 x ha_1, 76 x o21ai_0. The total of warnings raised by yosys is 1. The cell-mix breakdown from Yosys lists the XOR/XNOR area share as 0.003337. The synthesized area divided by synthesized cell count is 6.418 µm². Of the combinational cells, the family taking the most area is AND-OR/OR-AND gates. The largest area contributor in the synthesized netlist is ha_1. The yosys synthesis chip area is 5250 µm². The share of Yosys cell area claimed by the top area cell type is 0.2288.

Yosys stat counts 818 cells in the synthesized netlist. The share of the Yosys chip area taken by registers is 0. Yosys reports the multiplexer fraction of the synthesized area as 0.007626.

GRT
Summed over all routing layers, the global router reports a total usage of 0.2834. The maximum number of pins on one net before global-route repair is 60. The first global-routing pass estimated 29,650 µm of wire.

The number of global-route vias before repair is 5,613. The initial antenna violation count is 0. The final global-route overflow total is 0.

Worst setup path
The critical path data required time is 13,280 ps. The standard cell with the maximum stage delay on the critical path is clkdlybuf4s50_1. Looking at the critical path, the highest net fanout was 6. On the worst path, the slowest cell contributes a delay of 560 ps. The category of cells accounting for the largest share of critical-path delay is AND-OR/OR-AND gates. The arrival time at the worst endpoint is 7150 ps.

The worst setup path is launched from a primary input. Together, buffers and inverters on the worst path number 3. STA classifies the critical path endpoint as a primary output.

The critical path class is primary input to primary output. Walking the worst path, the cells encountered are clkdlybuf4s50_1 -> inv_1 -> ha_1 -> nor2_1 -> o311ai_1 -> a211oi_2 -> a221oi_2 -> o211a_4 -> o21ai_0 -> o21ai_1 -> mux2i_1 -> o21ai_0 -> clkdlybuf4s50_1.

Flow run
The OpenROAD warning count is 96. The max-cap check violation count is 0.

Routing
Per the post-route antenna check, the number of violating nets is 0. In the log, the iteration count for the first detailed-route pass is 5. The total DRC errors in the routed layout is 0. The detailed router finished its first iteration with 435 violations. The number of diodes is 0. The total number of vias is 6,191.

The per-cell via count in the routed design is 5.874. The post-detailed-routing wire length is 18,880 µm. The detailed-route wire length per cell is 17.91 µm.

Place
In this run, placement finished with an instance count of 1,054. Buffers placed on the I/O ports in this run total 99. According to the dpl log, the detail-placed design has an HPWL of 14,580 µm.

The placement summary gives the final routability congestion estimate as 0.9442. The cell area reported after detailed placement is 6350 µm².

Hold path
The launch point of the worst min-delay path is recorded as sel[0]. The worst hold path belongs to the class primary input to primary output. Along the worst hold path, the cell count comes to 5. The endpoint of the worst hold path is reported as result[0].

Finish
For this run, the number of standard cells in the final layout without fillers is 1,054. In the final layout, the share of cells above drive strength 1 is 0.04195. The sequential standard cell area is 0 µm². The total of clock buffers placed in the layout is 0. The flow measured a signed area growth from synthesis to layout of 20.95%.

The number of sequential storage elements is 0. The post-layout instance area is 6350 µm².

Floorplanning
For reference, the placement row count at floorplan is 41. The share of the core area taken by cells at floorplan is 0.4127. Per the OpenROAD floorplan log, the area of the die is 13,590 µm². The area of the core region is 12,720 µm². 99 I/O pins were placed. From left edge to right edge, the die measures 116.6 µm.

The vertical die size is 116.6 µm.

CTS
In this run, post-CTS repair resized a total of 0 instances. Per the repair_timing log after CTS, setup buffers inserted total 0. The number of hold buffers added after CTS is 0.

Timing
Setup repair after global routing left no endpoint under its margin. The final hold violation count recorded for this run is 0. The worst path in the final design needs a cycle of 10,470 ps, including I/O delays and setup.

The worst slew margin relative to its limit is 0.4360. The portion of the clock cycle consumed by the worst path in the final layout is 0.6304. Static timing analysis puts the maximum clock frequency at 95.56 MHz. The last timing report of the flow puts the setup violation total at 0. The measured slew at the worst slew-check pin is 842.9 ps. The setup TNS is 0 ps.

The final timing report lists a max-slew violation count of 0.

Power
The power per unit of standard cell area is 35.26 nW/µm². The leakage power total is 2.827 nW. The peak supply drop is 13.07 µV.
-- worst max path at each step --
stage / startpoint / cells after the start / endpoint / slack (ps)
6_report: A[1] / 13 / result[29] / 6130
5_1_grt: A[13] / 13 / result[0] / 5860
4_1_cts: A[13] / 13 / result[0] / 6160
-- power by group --
part           total (mW)  internal [mW]  leakage [nW]  switching [mW]
Sequential              0              0             0               0
Clock                   0              0             0               0
Combinational       0.224          0.101          2.83           0.123
Total               0.224          0.101          2.83           0.123
-- worst min-delay path, delay by kind of cell --
kind	cells	cell delay, ps
buf+inv	3	790
simple gates	1	220
compound gates	1	80
-- layer usage --
layer  track usage  vias to the layer above  routed length, µm
met5             0                        -                  0
met4       0.04557                        0                230
met3       0.02484                       18               1486
met2        0.4473                      279               8261
met1        0.4249                     2797               8897
li1              -                     3097                  -
-- logic make-up (layout without fill, tap and decap cells) --
logic type	after synthesis	in the layout
buffers and inverters	152	216
AND-OR/OR-AND	329	329
XOR/XNOR	2	2
adder cells (fa/ha/maj)	98	98
multiplexers	4	4
AND/OR/NAND/NOR	233	233
-- layout make-up --
class / instances / area [µm²]
fill: 1305 / 6372
multi-input combinational: 666 / 4668
timing repair buffer: 110 / 1069
inverter: 106 / 397.9
tap: 172 / 215.2
-- stage by stage --
| step | setup slack [ps] | util | total power [mW] | hold slack (ps) |
|---|---|---|---|---|
| CTS | 6163 | 0.4991 | 0.2225 | 7771 |
| detailed placement | 6155 | 0.4991 | 0.2209 | 7774 |
| global route | 5856 | 0.4991 | 0.2477 | 7836 |
| global placement | 6198 | 0.4991 | 0.2207 | 7776 |
| finish | 6135 | 0.4991 | 0.2239 | 7739 |
| floorplan | 7679 | - | 0.1338 | 6764 |
-- layout by cell type (no fill, tap or decap), types with 6 or more instances in the layout --
master,instances
o21a_1,10
nor2b_1,17
a22oi_1,19
inv_1,105
clkdlybuf4s50_1,98
and3_1,6
o22ai_1,9
nand3_1,10
a21oi_1,72
buf_4,11
nor3_1,20
a21o_1,12
o211ai_1,9
o21bai_1,11
o21ai_0,75
o31ai_1,6
nor2_1,73
nand2_1,59
a221oi_1,12
ha_1,96
nand2b_1,16
a211oi_1,13
o21ai_1,6
No activity file was given, so power comes from the tool's default toggle rates.
